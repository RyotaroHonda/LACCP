==> ./design.v <==
module udiv_laccp_q #(
    parameter integer DW = 16,
    parameter integer QI = 16,
    parameter integer QF = 8
)(
    input  wire                clk,
    input  wire                rst,         
    input  wire                start,       
    input  wire [DW-1:0]       dividend,    
    input  wire [DW-1:0]       divisor,     
    output reg                 busy,
    output reg                 valid,
    output reg                 div_by_zero,
    output reg  [QI-1:0]       q_int,
    output reg  [QF-1:0]       q_frac,
    output reg  [DW-1:0]       remainder
);
    localparam integer QW   = QI + QF;      
    localparam integer NUMW = DW + QF;      
    localparam integer REMW = DW + 1;       
    localparam integer CW = (QW > 1) ? $clog2(QW+1) : 1;
    reg [CW-1:0]     cnt;
    reg [NUMW-1:0]   num;      
    reg [REMW-1:0]   rem;      
    reg [QW-1:0]     quo;      
    reg [REMW-1:0]   rem_shift;
    reg [NUMW-1:0]   num_shift;
    reg [REMW-1:0]   d_wide;
    wire start_ok        = (!busy) && start;
    wire divisor_is_zero = (divisor == {DW{1'b0}});
    always @(posedge clk) begin
        if (rst) begin
            busy        <= 1'b0;
            valid       <= 1'b0;
            div_by_zero <= 1'b0;
            cnt         <= {CW{1'b0}};
            num         <= {NUMW{1'b0}};
            rem         <= {REMW{1'b0}};
            quo         <= {QW{1'b0}};
            q_int       <= {QI{1'b0}};
            q_frac      <= {QF{1'b0}};
            remainder   <= {DW{1'b0}};
        end else begin
            valid <= 1'b0;
            if (start_ok) begin
                busy        <= 1'b1;
                div_by_zero <= divisor_is_zero;
                num         <= {dividend, {QF{1'b0}}};  
                rem         <= {REMW{1'b0}};
                quo         <= {QW{1'b0}};
                cnt         <= QW[CW-1:0];
            end else if (busy) begin
                if (div_by_zero) begin
                    if (cnt != 0) begin
                        cnt <= cnt - 1'b1;
                    end else begin
                        busy      <= 1'b0;
                        valid     <= 1'b1;
                        q_int     <= {QI{1'b0}};
                        q_frac    <= {QF{1'b0}};
                        remainder <= {DW{1'b0}};
                    end
                end else begin
                    rem_shift = {rem[REMW-2:0], num[NUMW-1]};
                    num_shift = {num[NUMW-2:0], 1'b0};
                    d_wide    = {1'b0, divisor};
                    if (rem_shift >= d_wide) begin
                        rem <= rem_shift - d_wide;
                        quo <= {quo[QW-2:0], 1'b1};
                    end else begin
                        rem <= rem_shift;
                        quo <= {quo[QW-2:0], 1'b0};
                    end
                    num <= num_shift;
                    if (cnt != 0) begin
                        cnt <= cnt - 1'b1;
                    end else begin
                        busy    <= 1'b0;
                        valid   <= 1'b1;
                        q_int   <= quo[QW-1:QF];
                        q_frac  <= quo[QF-1:0];
                        remainder <= rem[DW-1:0];
                    end
                end
            end
        end
    end
endmodule
module udiv_q_laccp_axis #(
    parameter integer DW = 16,   
    parameter integer QI = 16,   
    parameter integer QF = 8     
)(
    input  wire                 clk,
    input  wire                 rst,
    input  wire                 s_axis_tvalid,
    output wire                 s_axis_tready,
    input  wire [DW-1:0]        s_axis_dividend,
    input  wire [DW-1:0]        s_axis_divisor,
    output wire                 m_axis_tvalid,
    input  wire                 m_axis_tready,    
    output wire                 m_axis_div_by_zero,
    output wire [QI-1:0]        m_axis_q_int,
    output wire [QF-1:0]        m_axis_q_frac,
    output wire [DW-1:0]        m_axis_remainder
);
    wire                core_busy, core_valid, core_dz;
    wire [QI-1:0]       core_qi;
    wire [QF-1:0]       core_qf;
    wire [DW-1:0]       core_rem;
    reg out_hold_valid;
    assign s_axis_tready = (!core_busy) && (!out_hold_valid);
    wire in_fire = s_axis_tvalid && s_axis_tready;
    reg  core_start;
    always @(posedge clk) begin
        if (rst) core_start <= 1'b0;
        else     core_start <= in_fire;  
    end
    udiv_laccp_q #(
        .DW(DW), .QI(QI), .QF(QF)
    ) core (
        .clk       (clk),
        .rst       (rst),
        .start     (core_start),
        .dividend  (s_axis_dividend),
        .divisor   (s_axis_divisor),
        .busy      (core_busy),
        .valid     (core_valid),
        .div_by_zero(core_dz),
        .q_int     (core_qi),
        .q_frac    (core_qf),
        .remainder (core_rem)
    );
    reg                 hold_dz;
    reg [QI-1:0]        hold_qi;
    reg [QF-1:0]        hold_qf;
    reg [DW-1:0]        hold_rem;
    assign m_axis_tvalid      = out_hold_valid;
    assign m_axis_div_by_zero = hold_dz;
    assign m_axis_q_int       = hold_qi;
    assign m_axis_q_frac      = hold_qf;
    assign m_axis_remainder   = hold_rem;
    wire out_fire = m_axis_tvalid && m_axis_tready;
    always @(posedge clk) begin
        if (rst) begin
            out_hold_valid <= 1'b0;
            hold_dz        <= 1'b0;
            hold_qi        <= {QI{1'b0}};
            hold_qf        <= {QF{1'b0}};
            hold_rem       <= {DW{1'b0}};
        end else begin
            if (out_fire)
                out_hold_valid <= 1'b0;
            if (core_valid) begin
                out_hold_valid <= 1'b1;
                hold_dz        <= core_dz;
                hold_qi        <= core_qi;
                hold_qf        <= core_qf;
                hold_rem       <= core_rem;
            end
        end
    end
endmodule
==> ./run.sh <==
#!/bin/bash
# OpenROAD 26Q1-2900-gdf79404cd8, Yosys 0.63+post, stock flow scripts
make -C /OpenROAD-flow-scripts/flow DESIGN_CONFIG=/design/flow/config.mk WORK_HOME=/design/flow/orfs finish
==> ./config.mk <==
export PLATFORM = sky130hd
export DESIGN_NAME = udiv_q_laccp_axis
export DESIGN_NICKNAME = udiv_q_laccp_axis
export VERILOG_FILES = /design/flow/design.v
export SDC_FILE = /design/flow/constraint.sdc
export NUM_CORES = 4
export LEC_CHECK = 1
export CORE_UTILIZATION = 50
==> ./constraint.sdc <==
current_design udiv_q_laccp_axis

set clk_period 8.5
set clk_io_pct 0.2

create_clock -name clk0 -period $clk_period [get_ports {clk}]

set non_clock_inputs [all_inputs -no_clocks]
set_input_delay [expr $clk_period * $clk_io_pct] -clock clk0 $non_clock_inputs
set_output_delay [expr $clk_period * $clk_io_pct] -clock clk0 [all_outputs]
==> run_summary.xml <==
<?xml version="1.0" encoding="UTF-8"?>
<metrics>
  <group name="synthesis">
    <metric name="enable_flop_cells" unit="">0</metric>
    <metric name="synthCells" unit="">744</metric>
    <metric name="yosys-stat-cells" unit="">744</metric>
    <metric name="syn-mean-instance-area" unit="um2">8.59</metric>
    <metric name="synth.yosys.warnings" unit="">2</metric>
    <metric name="synth_cell_type_count" unit="">52</metric>
    <metric name="synth_sequential_area_ratio" unit="%">46.1</metric>
    <metric name="synth_chip_area" unit="um2">6390</metric>
    <metric name="synthesis.area" unit="um2">6390</metric>
    <metric name="synth.ff_latch_count" unit="">147</metric>
    <metric name="synth_top_flop_cell" unit="">sky130_fd_sc_hd__dfxtp_1</metric>
    <metric name="fraction_of_registers_with_async_set_reset" unit="%">0</metric>
  </group>
  <group name="setup_path">
    <metric name="regToRegSetupSlack" unit="ns">5.86</metric>
    <metric name="worst_ep_required_time" unit="ns">8.78</metric>
    <metric name="criticalPathCategory" unit="">input port to flop</metric>
    <metric name="worst_setup_path_end_kind" unit="">flop</metric>
    <metric name="worstSetupStartpointType" unit="">input port</metric>
    <metric name="worst-path-max-fanout" unit="">19</metric>
    <metric name="worst_path_largest_cell_delay" unit="ns">0.64</metric>
    <metric name="crit_slowest_cell" unit="">sky130_fd_sc_hd__o311a_1</metric>
    <metric name="crit_path_cell_trace" unit="">clkdlybuf4s50_1 &gt; inv_1 &gt; ha_1 &gt; a21o_1 &gt; a31oi_1 &gt; and2_4 &gt; o311a_1 &gt; a221o_1 &gt; a21oi_2</metric>
    <metric name="critical_path.n_buffers_inverters" unit="">2</metric>
    <metric name="critPathArrivalTime" unit="ns">4.38</metric>
    <metric name="timing.critical_path.max_delay_family" unit="">AND-OR/OR-AND gates</metric>
  </group>
  <group name="routing">
    <metric name="wl_per_cell" unit="um">15.7</metric>
    <metric name="routed.top_layer" unit="">met4</metric>
    <metric name="postRouteAntennaNets" unit="">0</metric>
    <metric name="drt-vias-per-instance" unit="">5.52</metric>
    <metric name="route.antenna.diode_count" unit="">0</metric>
    <metric name="dr.first_iter.drc_count" unit="">519</metric>
    <metric name="wl_met1" unit="mm">7.62</metric>
    <metric name="detailroute.wirelength.met3" unit="um">710</metric>
    <metric name="detailed_routed_wire_length_on_met2" unit="mm">6.71</metric>
    <metric name="first_pass_iters" unit="">5</metric>
    <metric name="route.vias.total" unit="">5384</metric>
    <metric name="wl" unit="mm">15.3</metric>
    <metric name="drt_drc_violations_left" unit="">0</metric>
  </group>
  <group name="cts">
    <metric name="cts_buffers" unit="">17</metric>
    <metric name="clkTransAtPathRegs" unit="ns">0.06</metric>
    <metric name="cts_root_buffer" unit="">sky130_fd_sc_hd__clkbuf_16</metric>
    <metric name="cts.sinks" unit="">147</metric>
    <metric name="setup_repair_bufs_after_cts" unit="">0</metric>
    <metric name="clkLatencyLatePin" unit="ns">0.41</metric>
    <metric name="tritoncts" unit="">built</metric>
    <metric name="post_cts_hold_buffer_count" unit="">0</metric>
    <metric name="cts_resized" unit="">0</metric>
    <metric name="htree_levels" unit="">4</metric>
    <metric name="clockBufferDepth" unit="">2</metric>
  </group>
  <group name="die">
    <metric name="floorplan.die_area" unit="um2">13200</metric>
    <metric name="core_util_floorplan" unit="%">52.3</metric>
    <metric name="floorplan.core_area" unit="um2">12200</metric>
    <metric name="num_io_pins" unit="">79</metric>
    <metric name="die_x_extent" unit="um">115</metric>
    <metric name="die-height" unit="um">115</metric>
    <metric name="placementRows" unit="">40</metric>
  </group>
  <group name="timing">
    <metric name="maxSlewViolCount" unit="">0</metric>
    <metric name="hold_viol_final" unit="">0</metric>
    <metric name="period_minus_slack" unit="ns">4.10</metric>
    <metric name="slew_headroom" unit="%">49.2</metric>
    <metric name="timing.final.setup_violations" unit="">0</metric>
    <metric name="total_negative_setup_slack" unit="ns">0</metric>
    <metric name="final.setup_skew" unit="ns">0.00711</metric>
    <metric name="rsz0062_at_grt" unit="">false</metric>
    <metric name="fmax" unit="MHz">244</metric>
    <metric name="actual_transition_at_the_worst_max_transition_pin" unit="ns">0.761</metric>
    <metric name="worst_slack" unit="ns">4.40</metric>
    <metric name="fin_crit_sh" unit="%">48.2</metric>
  </group>
  <group name="run_status">
    <metric name="status" unit="">complete, no violations</metric>
  </group>
  <group name="placement">
    <metric name="placement.setup.worst_slack" unit="ns">4.05</metric>
    <metric name="buffer_ports.inserted" unit="">78</metric>
    <metric name="post_detailed_placement_half_perimeter_wirelength" unit="mm">9.97</metric>
    <metric name="globalplace.congestion" unit="">0.875</metric>
  </group>
  <group name="cells_and_area">
    <metric name="synthToLayoutAreaGrowth" unit="%">22.8</metric>
    <metric name="layout.cells.most_common" unit="">sky130_fd_sc_hd__dfxtp_1</metric>
    <metric name="layout-drive-gt1-share" unit="%">6.82</metric>
    <metric name="mostFrequentLayoutCells" unit="">146 x sky130_fd_sc_hd__dfxtp_1, 117 x sky130_fd_sc_hd__nor2_1, 94 x sky130_fd_sc_hd__nand2_1</metric>
  </group>
  <group name="global_routing">
    <metric name="grt_start_max_net_pins" unit="">62</metric>
    <metric name="antenna_violations_before_repair" unit="">0</metric>
    <metric name="number_of_global_route_vias_before_repair" unit="">5173</metric>
    <metric name="grt_total_ovfl" unit="">0</metric>
    <metric name="groute.usage.overall" unit="%">25.0</metric>
    <metric name="grt_first_pass_wirelength" unit="mm">25.5</metric>
  </group>
  <group name="flow_run">
    <metric name="maxcap_violations" unit="">0</metric>
    <metric name="stage_log_warnings" unit="">27</metric>
  </group>
  <group name="pwr">
    <metric name="power_density" unit="nW/um2">204</metric>
    <metric name="finalPower" unit="W">0.00160</metric>
    <metric name="cellLeakagePower" unit="nW">2.80</metric>
    <metric name="irDropWorstVdd" unit="mV">0.170</metric>
  </group>
  <group name="hold_path">
    <metric name="hp-class" unit="">flop to flop</metric>
  </group>
</metrics>
## cell usage after synthesis, drive strengths merged, types with 3 or more instances
cell	number	area share, %
a211oi	4	0.47
dfxtp	147	46
nand3	11	0.86
nor2	118	6.9
nor3b	3	0.43
nand3b	6	0.71
xor2	4	0.55
inv	25	1.5
a21o	5	0.59
a21oi	59	4.8
a21boi	3	0.35
nand2b	8	0.78
a32oi	13	1.8
nor2b	4	0.39
nor4	7	0.78
buf	17	1.4
a22oi	40	4.7
clkbuf	40	2.4
nand2	94	5.5
nor3	5	0.39
mux2i	45	7.1
xnor2	3	0.41
nand4	6	0.69
nor4b	3	0.41
a311oi	15	2.1
ha	18	3.5
o21ai	16	1.3
## worst reg2reg max path: cells and delay by family, from the launching register on
family / cells / cell delay, ns
compound gates: 6 / 1.68
fa+ha+maj: 1 / 0.38
flops: 1 / 0.46
## registers in the layout, summed over array words and instances (netlist names)
register / count
core.busy: 1
core.cnt: 5
core.div_by_zero: 1
core.num: 16
core.q_frac: 8
core.q_int: 16
core.quo: 24
core.rem: 16
core.remainder: 16
core.valid: 1
core_start: 1
hold_dz: 1
hold_qf: 8
hold_qi: 16
hold_rem: 16
out_hold_valid: 1
## final timing paths
kind                           from           end  cells past startpoint
hold / removal         core.quo[23]  core.quo[23]                      2
setup reg to reg        core.rem[9]   core.rem[0]                      7
hold reg to reg        core.quo[23]  core.quo[23]                      2
setup / recovery  s_axis_divisor[4]   core.rem[0]                      9
## power breakdown
part | internal (W) | switching (W)
registers | 0.000700 | 0.00000799
logic | 0.0000486 | 0.0000778
clock network | 0.000473 | 0.000292
total | 0.00122 | 0.000378
## metrics by stage
step                      area [um2]  hold WS (ns)  instances  utilization, %
after floorplan                 6390         0.424        744               -
after global placement          7230         0.445        943            59.2
after detailed placement        7230         0.457        943            59.2
after CTS                       7850         0.466        975            64.2
after global routing            7850         0.490        975            64.2
final                           7850         0.462        975            64.2
## cells by family after synthesis
logic type	after synthesis	share of synthesized area [%]
flops	147	46.1
xor+xnor	7	0.960
fa+ha+maj	19	3.84
compound gates	170	18.0
mux	45	7.05
simple gates	274	18.9
buf+inv	82	5.17
## cell type report
cell class	instances	area, um2
Timing Repair Buffer	88	853
Multi-Input combinational cell	515	3130
Tap cell	168	210
Fill cell	1010	4370
Clock inverter	14	176
Inverter	25	93.8
Sequential cell	147	2940
Clock buffer	18	439
## metal layers
layer  track usage, %  vias up
li1                 -     2714
met1             40.0     2532
met2             37.2      121
met3             4.61       17
met4             4.07        0
met5                0        -
Power is estimated from default activity; no workload was simulated.
