`flow/config.mk`:
```
export PLATFORM = sky130hd
export DESIGN_NAME = CalcCalibDelay
export DESIGN_NICKNAME = CalcCalibDelay
export VERILOG_FILES = /design/flow/design.v
export SDC_FILE = /design/flow/constraint.sdc
export NUM_CORES = 4
export LEC_CHECK = 1
export CORE_AREA = 10 10 103 103
export DIE_AREA = 0 0 113 113
```
`flow/constraint.sdc`:
```
current_design CalcCalibDelay

set clk_period 5.7
set clk_io_pct 0.2

create_clock -name clk0 -period $clk_period [get_ports {CLK}]

set non_clock_inputs [all_inputs -no_clocks]
set_input_delay [expr $clk_period * $clk_io_pct] -clock clk0 $non_clock_inputs
set_output_delay [expr $clk_period * $clk_io_pct] -clock clk0 [all_outputs]
```
`flow/design.v`:
```
`timescale 1ns / 1ps
module CalcCalibDelay(
        CLK,
        is_ultrascale_sec,
        is_ultrascale_pri,
        CalibDelay,
        calibdelay_rx,
        result
    );
    localparam TRUE  = 1'b1;
    localparam FALSE = 1'b0;    
    parameter enCalibDelay = TRUE;
    parameter kCalibDelayWidth = 12;
    parameter kWidthLaccpFineOffset = 16;
    parameter kFastClkFreq = 500;
    input CLK;
    input is_ultrascale_sec;
    input is_ultrascale_pri;    
    input signed [kCalibDelayWidth-1:0] CalibDelay;
    input signed [kCalibDelayWidth-1:0] calibdelay_rx;
    output signed [kWidthLaccpFineOffset-1:0] result;
    wire signed [kCalibDelayWidth:0] diff;   
    assign diff = CalibDelay - calibdelay_rx;
    wire signed [kWidthLaccpFineOffset-1:0] analog_result;
    assign analog_result = {{(kWidthLaccpFineOffset-(kCalibDelayWidth+1)){diff[kCalibDelayWidth]}}, diff};
    reg signed [kWidthLaccpFineOffset-1:0] analog_result_old;
    always@(posedge CLK)begin
        analog_result_old <= analog_result;
    end
    localparam integer period = (1000 * 500) / kFastClkFreq * 1.024;    
    parameter digital_bit = 4;
    parameter digital_delay_7S = 1;
    parameter digital_delay_US = 8;
    wire signed [kWidthLaccpFineOffset-1:0] sec_digital_delay;
    wire signed [kWidthLaccpFineOffset-1:0] prim_digital_delay;
    wire signed [kWidthLaccpFineOffset-1:0] digital_reslt;
    wire signed [15:0] sel_sec  = $signed(is_ultrascale_sec ? digital_delay_US : digital_delay_7S);
    wire signed [15:0] sel_prim = $signed(is_ultrascale_pri ? digital_delay_US : digital_delay_7S);
    wire signed [31:0] sec_tmp  = $signed(period) * sel_sec;
    wire signed [31:0] prim_tmp = $signed(period) * sel_prim;
    assign sec_digital_delay  = sec_tmp [kWidthLaccpFineOffset-1:0];
    assign prim_digital_delay = prim_tmp[kWidthLaccpFineOffset-1:0];
    assign digital_reslt = $signed(sec_digital_delay) - $signed(prim_digital_delay);                                
    reg signed [kWidthLaccpFineOffset-1:0] digital_reslt_old;         
    always@(posedge CLK)begin
        digital_reslt_old <= digital_reslt;
    end         
    wire signed [kWidthLaccpFineOffset-1:0] all_reslt_level1; 
    assign all_reslt_level1 = digital_reslt_old + analog_result_old;
    reg signed [kWidthLaccpFineOffset-1:0] all_result_level1old; 
    always@(posedge CLK)begin
        all_result_level1old <= all_reslt_level1;
    end    
    generate
    if (enCalibDelay == TRUE) begin : g_TRUE  
        assign result = all_result_level1old;
    end else begin : g_False
        assign result = 0;
    end
    endgenerate      
endmodule
```
`flow/run.sh`:
```
#!/bin/bash
# OpenROAD 26Q1-2900-gdf79404cd8, Yosys 0.63+post, stock flow scripts
make -C /OpenROAD-flow-scripts/flow DESIGN_CONFIG=/design/flow/config.mk WORK_HOME=/design/flow/orfs finish
```
==> results.ini <==
[outcome]
status = complete, no violations

[worst_hold_path]
hold_depth = 0
min_to = all_result_level1old[6]
min_from = analog_result_old[6]
hold_class = flip-flop to flip-flop

[route]
firstDrtPassIters = 4
num_vias = 1050
wl_per_cell_um = 10.1
ant_nets = 0
drt_iter0_drc = 54
viasPerCell = 3.57
drc_errors = 0
routed_wl_mm = 2.96
diodes = 0

[run]
warnings = 26
max_cap_violations = 0

[clock_network]
cts_resized = 0
htree_levels = 2
numClockSinks = 32
hold_buffers = 0
clk_pin_slew_ns = 0.06
clk_latency_ns = 0.27
cts_tree = built
cts_inserted_buffers = 5
ctsRootBufferMaster = clkbuf_8
cts_setup_buffers = 0
clockBufferDepth = 2

[setup_path]
cp-end-kind = flip-flop
path_buffers = 2
crit_slowest_cell = clkdlybuf4s50_1
cp.depth = 9
arrival_ns = 3.29
cp.required_ns = 5.88
rr_endpoint = all_result_level1old[14]
ff2ff_path_depth = 5
r2r_start = analog_result_old[10]
ff2ff_setup_slack_ns = 4.41
cp_max_fo = 3
start_kind = primary input
slowest_delay_ns = 0.45
critPathTopFamily = AND-OR/OR-AND gates
critPathKind = primary input to flip-flop
path_cells = clkdlybuf4s50_1, inv_1, ha_1, fa_1, and2b_1, o2111ai_1, a21oi_1, nor2_1, o311ai_1

[global_routing]
gr-total-overflow = 0
grt_use_met3 = 0.0155
grt_max_degree = 11
grt_pass1_wl_mm = 4.98
grt_pass1_vias = 1054
grt_busiest_layer = met2
met1_usage = 0.0588
antenna_found_initial = 0
track_usage = 0.0462
met2_usage = 0.0737

[final_layout]
most-common-layout-cells = clkdlybuf4s50_1 (42), dfxtp_1 (32), inv_1 (20)
final_area_um2 = 2050
syn_to_final_growth_pct = 44.0
final_common_cell = clkdlybuf4s50_1
mi_logic_area_um2 = 702
layout-drive-gt1-share = 0.0476
flop_area_um2 = 641
nFillCells = 870

[timing]
fmax_mhz = 322
rsz0062_at_grt = no
hold_violations = 0
min_period_over_period = 0.545
finClkSkew_ns = 0.00297
worstMarginPinSlew_ns = 0.371
post-route-min-period_ns = 3.11
fin_tns_setup_ns = 0
slew_viol_final = 0
slew_headroom = 0.752
setup_violations = 0

[floorplan]
die_height_um = 113
dieArea_um2 = 12800
num_io_pins = 43
num_rows = 33
die_w_um = 113
core_um2 = 8300
fp_util = 0.171

[synthesis]
area_leaders = dfxtp_1 (45%), ha_1 (16%), inv_1 (5.3%), xnor2_1 (4.9%), fa_1 (2.8%)
ys_seq_share = 0.451
syn_area_per_cell_um2 = 10.1
synthesis.area_um2 = 1420
yosys-stat-cells = 141
yosysChipArea_um2 = 1420
synth_cell_types = 31
synth.ff_latch_count = 32
yosysWarnings = 2
largest_area_cell = dfxtp_1
syn_inst = 141
synth_top_area_share = 0.451

[pwr]
power.density_nw_per_um2 = 292
p_leak_uw = 0.000912
vdd_ir_drop_max_mv = 0.0581

[place]
dpl_cell_area_um2 = 1970
gp_congestion = 0.828
hpwlAfterDp_mm = 2.54
numPortBuffers = 42

[cell families after synthesis]
kind of cell | share of synthesized area
buffers and inverters | 0.0555
xor gates and xnor gates | 0.0678
and+or+nand+nor | 0.111
AOI/OAI and AO/OA | 0.129
adders and majority gates | 0.187
DFF | 0.451
[area by class of cell]
type,count,share of cell area
clock inverters,1,0.00244
clock buffers,6,0.0355
inverters,20,0.0367
multi-input cells,88,0.343
repair buffers,42,0.205
well taps,105,0.0642
flip-flops and latches,32,0.313
[flip-flops by register name, summed over array words and instances (netlist names)]
name and cells:
analog_result_old 13, all_result_level1old 16, digital_reslt_old 3
[worst max-delay path by stage]
| stage | start | end | slack, ns |
|---|---|---|---|
| CTS | CalibDelay[0] | analog_result_old[10] | 2.60 |
| global route | CalibDelay[0] | analog_result_old[10] | 2.39 |
| finish | CalibDelay[0] | analog_result_old[10] | 2.59 |
[metal layers]
metal	wire length [um]	vias up
met4	89	0
li1	-	563
met2	1320	28
met3	187	5
met1	1370	454
met5	0	-
[metrics by stage]
step	total power (uW)	util	setup slack, ns	hold WS, ns	cells
finish	597	0.247	2.59	0.323	294
global placement	452	0.237	2.38	0.311	287
detailed placement	453	0.237	2.30	0.314	287
global route	641	0.247	2.39	0.331	294
CTS	611	0.247	2.60	0.323	294
floorplan	355	-	2.99	0.310	141
[report_power, final]
group          leakage, uW  internal (uW)  total [uW]  switching, uW
registers         0.000270            274         288           13.4
clock network    0.0000410           82.6         153           70.3
logic             0.000602            102         157           54.6
[synthesized netlist by cell type]
cell,number
o41ai_2,1
and2b_1,1
o2111ai_1,2
and2_1,1
nand2_1,10
xor2_1,3
a21o_1,4
inv_1,20
a21oi_2,1
a21oi_1,6
and3_1,1
or3_1,1
xnor2_1,8
a31oi_2,1
fa_1,2
nand3b_1,2
o21a_1,2
and4_1,1
o21ai_0,4
nand2b_1,1
o21ai_1,1
dfxtp_1,32
ha_1,18
nor3_1,3
o311ai_1,1
nand4_1,1
nor2b_1,2
nor2_1,8
a32o_1,1
a311oi_1,1
clkbuf_1,1
Power and IR drop assume default switching activity.
